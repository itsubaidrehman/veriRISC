<file path="/design/flow/config.mk">
export PLATFORM = sky130hd
export DESIGN_NAME = alu
export DESIGN_NICKNAME = alu
export VERILOG_FILES = /design/flow/design.v
export SDC_FILE = /design/flow/constraint.sdc
export NUM_CORES = 4
export LEC_CHECK = 1
export CORE_AREA = 10 10 70 70
export DIE_AREA = 0 0 80 80
</file>
<file path="/design/flow/constraint.sdc">
current_design alu

set clk_period 3.3
set clk_io_pct 0.2

create_clock -name clk0 -period $clk_period

set non_clock_inputs [all_inputs -no_clocks]
set_input_delay [expr $clk_period * $clk_io_pct] -clock clk0 $non_clock_inputs
set_output_delay [expr $clk_period * $clk_io_pct] -clock clk0 [all_outputs]
</file>
<file path="/design/flow/design.v">
`timescale 1ns / 1ps
module alu
#(parameter width = 8)
(
input wire [width - 1:0] in_a, in_b,
input wire [2:0] opcode,
output reg [width-1:0] alu_out,
output a_is_zero
    );
    assign a_is_zero = in_a ? 0 : 1;
    always @(*)
    begin
        case(opcode)
            3'b000, 3'b001, 3'b110, 3'b111 : alu_out = in_a;
            3'b101 : alu_out = in_b;
            3'b010 : alu_out = in_a + in_b;
            3'b011 : alu_out = in_a & in_b;
            3'b100 : alu_out = in_a ^ in_b;
            default : alu_out = in_a;
        endcase
    end
endmodule
</file>
<file path="/design/flow/run.sh">
#!/bin/bash
# OpenROAD 26Q1-2900-gdf79404cd8, Yosys 0.63+post, stock flow scripts
make -C /OpenROAD-flow-scripts/flow DESIGN_CONFIG=/design/flow/config.mk WORK_HOME=/design/flow/orfs finish
</file>
==> impl_results.html <==
<h2>Implementation results</h2>
<table>
<tr><th>Metric</th><th>Value</th></tr>
<tr><th colspan="2">Status</th></tr>
<tr><td>Result of the run</td><td>finished clean</td></tr>
<tr><th colspan="2">GRT</th></tr>
<tr><td>Met2 GRT Util</td><td>12.60%</td></tr>
<tr><td>Tot GR Track Use</td><td>7.931%</td></tr>
<tr><td>Antenna violations before repair</td><td>0</td></tr>
<tr><td>Global-route met1 utilization</td><td>11.12%</td></tr>
<tr><td>Number of global-route vias before repair</td><td>937</td></tr>
<tr><td>Grt peak-use layer</td><td>met2</td></tr>
<tr><td>Largest net degree at the start of global routing</td><td>11</td></tr>
<tr><td>Met3 track demand over resource in global routing</td><td>1.705%</td></tr>
<tr><td>Wire length of the first global-routing pass</td><td>4374 microns</td></tr>
<tr><td>Remaining global-route overflow</td><td>0</td></tr>
<tr><th colspan="2">Route</th></tr>
<tr><td>Detailed-route via count</td><td>976</td></tr>
<tr><td>Remaining DRCs</td><td>0</td></tr>
<tr><td>Violation tally from detailed-route iteration zero</td><td>63</td></tr>
<tr><td>Ant diodes</td><td>0</td></tr>
<tr><td>Wire length per cell</td><td>14.07 microns</td></tr>
<tr><td>Sum of routed wire length over all layers</td><td>2660 microns</td></tr>
<tr><td>First drt pass iteration count</td><td>4</td></tr>
<tr><td>Number of vias per cell after detailed routing</td><td>5.164</td></tr>
<tr><td>Number of nets with antenna violations after detailed routing</td><td>0</td></tr>
<tr><th colspan="2">Final timing</th></tr>
<tr><td>Period Utilization, post-route</td><td>96.71%</td></tr>
<tr><td>Total count of max-transition violations in the final report</td><td>0</td></tr>
<tr><td>Number of hold-slack violations in the final timing report</td><td>0</td></tr>
<tr><td>Fmax</td><td>0.3133 GHz</td></tr>
<tr><td>Setup repair after global routing missed its margin</td><td>false</td></tr>
<tr><td>Worst slew pin tran</td><td>0.3497 ns</td></tr>
<tr><td>Slew HR</td><td>76.61%</td></tr>
<tr><td>Post-layout min period</td><td>3.191 ns</td></tr>
<tr><td>Endpoints failing setup</td><td>0</td></tr>
<tr><th colspan="2">Final layout</th></tr>
<tr><td>Area grow syn2layout</td><td>84.01%</td></tr>
<tr><td>Total of clock buffers placed in the layout</td><td>0</td></tr>
<tr><td>Total area of multi-input combinational cells</td><td>747.0 sq um</td></tr>
<tr><td>Count of filler cells inserted in the layout</td><td>342</td></tr>
<tr><td>Area occupied by registers</td><td>0 sq um</td></tr>
<tr><td>Fraction of final layout cells sized beyond drive strength 1</td><td>32.17%</td></tr>
<tr><td>Post-route standard cell area excluding fillers</td><td>1296 sq um</td></tr>
<tr><td>Flop count</td><td>0</td></tr>
<tr><td>Non-Filler Instances</td><td>189</td></tr>
<tr><th colspan="2">Job</th></tr>
<tr><td>Count of tool warnings</td><td>33</td></tr>
<tr><td>Number of max-cap violations</td><td>0</td></tr>
<tr><th colspan="2">Worst setup path</th></tr>
<tr><td>CP required</td><td>2.64 ns</td></tr>
<tr><td>WP buf/inv</td><td>3</td></tr>
<tr><td>Highest net fanout along the worst path</td><td>10</td></tr>
<tr><td>Timing startpoint of the critical path</td><td>opcode[1]</td></tr>
<tr><td>Stages on the worst setup path</td><td>7</td></tr>
<tr><td>Type of element capturing the critical path</td><td>output pin</td></tr>
<tr><td>Destination of the critical timing path</td><td>alu_out[5]</td></tr>
<tr><td>Critical path startpoint category</td><td>primary input</td></tr>
<tr><td>Chain of cells forming the critical path</td><td>clkdlybuf4s50_1, buf_6, nand3b_1, a2bb2oi_2, a21oi_1, a211oi_2, clkdlybuf4s50_1</td></tr>
<tr><td>Crit-path leading delay family</td><td>buffers and inverters</td></tr>
<tr><td>Arrival @ worst endpoint</td><td>2.53 ns</td></tr>
<tr><td>Library cell appearing most often on the critical path</td><td>sky130_fd_sc_hd__clkdlybuf4s50_1</td></tr>
<tr><td>Crit-path max cell delay</td><td>0.57 ns</td></tr>
<tr><td>Type of the worst setup path</td><td>in2out</td></tr>
<tr><td>Slowest stage cell on the critical path</td><td>sky130_fd_sc_hd__clkdlybuf4s50_1</td></tr>
<tr><th colspan="2">Power and ir drop</th></tr>
<tr><td>Pwr Density</td><td>149.4 nW/um^2</td></tr>
<tr><td>Lkg Pwr</td><td>0.5733 nW</td></tr>
<tr><td>Net Switching</td><td>0.08087 mW</td></tr>
<tr><td>Combinational share of power</td><td>100.0%</td></tr>
<tr><td>Switching fraction of total power</td><td>41.77%</td></tr>
<tr><td>Internal Pwr Total</td><td>0.1127 mW</td></tr>
<tr><td>Max rail drop VDD</td><td>0.05120 mV</td></tr>
<tr><td>Relative contribution of sequential cells to total power</td><td>0%</td></tr>
<tr><td>Share of power burned in the clock network</td><td>0%</td></tr>
<tr><th colspan="2">Synthesis</th></tr>
<tr><td>Count of mapped cells out of synthesis</td><td>95</td></tr>
<tr><td>Area of the synthesized netlist per yosys stat</td><td>704.4 sq um</td></tr>
<tr><td>Warnings, synthesis</td><td>1</td></tr>
<tr><td>Yosys cell count</td><td>95</td></tr>
<tr><td>Total standard cell area after synthesis</td><td>704.4 sq um</td></tr>
<tr><td>Share of the yosys chip area belonging to registers</td><td>0%</td></tr>
<tr><td>Syn avg cell area</td><td>7.415 sq um</td></tr>
<tr><td>Count of cell types in the netlist</td><td>42</td></tr>
<tr><th colspan="2">Floorplanning</th></tr>
<tr><td>Chip width</td><td>80 microns</td></tr>
<tr><td>Floorplan utilization</td><td>20.62%</td></tr>
<tr><td>Overall die area</td><td>6400 sq um</td></tr>
<tr><td>Num ports</td><td>28</td></tr>
<tr><td>Core region area</td><td>3416 sq um</td></tr>
<tr><td>Std cell rows</td><td>21</td></tr>
<tr><td>Height of the die</td><td>80 microns</td></tr>
<tr><th colspan="2">Place</th></tr>
<tr><td>Post-detailed-placement cell area</td><td>1177 sq um</td></tr>
<tr><td>Number of port buffers</td><td>28</td></tr>
<tr><td>Placed cell count</td><td>186</td></tr>
<tr><td>Final HPWL DP</td><td>2137 microns</td></tr>
<tr><td>Gp weighted congestion</td><td>0.8564</td></tr>
<tr><th colspan="2">Min path</th></tr>
<tr><td>Class of the tightest hold or removal check</td><td>in2out</td></tr>
</table>
==> per-layer routing <==
layer | vias up | share of wire [%]
met1 | 457 | 47
met2 | 31 | 45
li1 | 486 | -
met3 | 2 | 6.9
met5 | - | 0
met4 | 0 | 0.30
==> through the flow <==
| stage | utilization, % | hold WS, ns | setup slack, ns | total power, mW | setup TNS, ns |
|---|---|---|---|---|---|
| after floorplan | - | 1.383 | 0.6397 | 0.08732 | 0 |
| after CTS | 35.42 | 2.188 | -0.01179 | 0.1820 | -0.01179 |
| after detailed placement | 34.47 | 2.408 | -0.4886 | 0.1781 | -1.594 |
| final | 37.95 | 1.996 | 0.1085 | 0.1936 | 0 |
| after global routing | 37.95 | 2.052 | 0.004701 | 0.2134 | 0 |
| after global placement | 34.47 | 2.406 | -0.4579 | 0.1769 | -1.511 |
==> placed cells by master (no fill, tap or decap), drive strengths merged, types with 2 or more instances in the layout <==
| master | netlist | final |
|---|---|---|
| buf | 5 | 26 |
| clkdlybuf4s50 | 0 | 13 |
| nor2 | 9 | 9 |
| ha | 8 | 8 |
| dlymetal6s2s | 0 | 7 |
| dlygate4sd2 | 0 | 6 |
| a21oi | 6 | 6 |
| nor3b | 5 | 5 |
| o21ai | 5 | 5 |
| or4 | 4 | 4 |
| o21a | 3 | 3 |
| a21o | 3 | 3 |
| nand3 | 3 | 3 |
| nand2 | 3 | 3 |
| a31oi | 3 | 3 |
| a211oi | 3 | 3 |
| o211ai | 3 | 3 |
| nand2b | 3 | 3 |
| nand3b | 2 | 2 |
| o22a | 2 | 2 |
| a22o | 2 | 2 |
| a221o | 2 | 2 |
| a311oi | 2 | 2 |
| inv | 2 | 2 |
| xnor2 | 2 | 2 |
| nor2b | 2 | 2 |
==> cell type report <==
type                            count  area share (%)
Inverter                            2          0.5792
Multi-Input combinational cell     87           57.63
Timing Repair Buffer               54           37.36
Tap cell                           46           4.440
==> cell families after synthesis <==
group | after synthesis | share of synthesized area [%]
adder cells (fa/ha/maj) | 9 | 17.05
buffers and inverters | 8 | 6.394
AND/OR/NAND/NOR | 32 | 27.00
XOR/XNOR | 2 | 2.487
AND-OR/OR-AND | 44 | 47.07
==> power by group through the flow <==
| stage | Combinational [mW] | Clock, mW | Sequential, mW |
|---|---|---|---|
| after CTS | 0.182 | 0 | 0 |
| after global routing | 0.213 | 0 | 0 |
| final | 0.194 | 0 | 0 |
==> synth_stat cells, drive strengths merged <==
| cell | number | share of area (%) |
|---|---|---|
| o221ai | 1 | 1.2 |
| a21oi | 6 | 4.3 |
| or4 | 4 | 4.3 |
| nand3b | 2 | 2.1 |
| a22o | 2 | 2.5 |
| o21a | 3 | 3.2 |
| o22ai | 1 | 0.89 |
| nand2b | 3 | 3.7 |
| ha | 8 | 14 |
| a221oi | 1 | 1.2 |
| clkbuf | 1 | 0.53 |
| o221a | 1 | 1.6 |
| nor2b | 2 | 2.1 |
| fa | 1 | 2.8 |
| a211oi | 3 | 4.6 |
| a22oi | 1 | 1.1 |
| a311oi | 2 | 2.5 |
| buf | 5 | 4.8 |
| a211o | 1 | 1.2 |
| a21o | 3 | 3.2 |
| nand3 | 3 | 2.1 |
| nor3b | 5 | 5.3 |
| o211a | 1 | 1.4 |
| o31ai | 1 | 1.1 |
| nand2 | 3 | 1.6 |
| o22a | 2 | 2.5 |
| o21ai | 5 | 3.6 |
| nor2 | 9 | 4.8 |
| a221o | 2 | 2.8 |
| or2 | 1 | 0.89 |
| o21bai | 1 | 1.1 |
| o211ai | 3 | 3.2 |
| inv | 2 | 1.1 |
| a31oi | 3 | 2.7 |
| a2bb2oi | 1 | 1.2 |
| xnor2 | 2 | 2.5 |
==> timing repair <==
item,in CTS,in global routing
hold endpoints to repair,0,0
gates resized,16,18
hold buffers,0,0
gates cloned,0,0
pin swaps,10,8
setup buffers,1,2
setup endpoints to repair,8,4
==> how the worst min path moves through the flow <==
stage	start	endpoint	cells after the start	slack, ns
4_1_cts	in_a[0]	a_is_zero	5	2.19
5_1_grt	in_a[4]	alu_out[4]	5	2.05
6_report	in_a[4]	alu_out[4]	5	2.00
Power is estimated from default activity; no workload was simulated.
