==> ./design.v <==
`timescale 1ns / 1ps
module counter
    #(parameter width = 5) 
    (
    input wire [width - 1 : 0] cnt_in,
    input wire clk, load, rst, enab,
    output reg [width - 1 : 0] cnt_out
    );
    always @(posedge clk)
    begin
        if (rst)
            cnt_out <= 0;
        else if (load)
            cnt_out <= cnt_in;
        else if (enab)
            cnt_out <= cnt_out + 1;
        else 
            cnt_out <= cnt_out;
    end
endmodule
==> ./run.sh <==
#!/bin/bash
# OpenROAD 26Q1-2900-gdf79404cd8, Yosys 0.63+post, stock flow scripts
make -C /OpenROAD-flow-scripts/flow DESIGN_CONFIG=/design/flow/config.mk WORK_HOME=/design/flow/orfs finish
==> ./config.mk <==
export PLATFORM = sky130hd
export DESIGN_NAME = counter
export DESIGN_NICKNAME = counter
export VERILOG_FILES = /design/flow/design.v
export SDC_FILE = /design/flow/constraint.sdc
export NUM_CORES = 4
export LEC_CHECK = 1
export CORE_AREA = 10 10 70 70
export DIE_AREA = 0 0 80 80
==> ./constraint.sdc <==
current_design counter

set clk_period 1.2
set clk_io_pct 0.2

create_clock -name clk0 -period $clk_period [get_ports {clk}]

set non_clock_inputs [all_inputs -no_clocks]
set_input_delay [expr $clk_period * $clk_io_pct] -clock clk0 $non_clock_inputs
set_output_delay [expr $clk_period * $clk_io_pct] -clock clk0 [all_outputs]
==> results.sh <==
# source this file to load flow results
export IMPL_ys_seq_frac=0.3902
export IMPL_drc=0
export IMPL_yosysCellCount=28
export IMPL_xor_share=0.1366
export IMPL_chipWidth_um=80
export IMPL_first_pass_iters=2
export IMPL_warning_count=25
export IMPL_period_minus_slack_ns=1.149
export IMPL_min_path_cells=4
export IMPL_floorplan_core_util=0.07509
export IMPL_drt_iter0_drc=8
export IMPL_fin_skew_ns=0.001695
export IMPL_rsz0062_at_grt="false"
export IMPL_maxCapViolations=0
export IMPL_hold_start="enab"
export IMPL_antenna_found_initial=0
export IMPL_r2r_start="cnt_out[0]"
export IMPL_largest_reg_flops=5
export IMPL_grt_pass1_wl_mm=1.414
export IMPL_whs_ns=0.5425
export IMPL_dp_hpwl_um=660.9
export IMPL_grt_max_degree=9
export IMPL_top_regs="cnt_out (5)"
export IMPL_pin_count=14
export IMPL_crit_path_end="cnt_out[1]"
export IMPL_largest_register="cnt_out"
export IMPL_leakage_uw=0.0002437
export IMPL_worstPathRequired_ns=1.32
export IMPL_via_per_inst=2.928
export IMPL_fmax_ghz=0.8700
export IMPL_top_logic_kind="AND-OR/OR-AND gates"
export IMPL_routabilityCongestion=0.7360
export IMPL_wl_per_cell_um=9.268
export IMPL_hold_viol=0
export IMPL_yosysWarnings=1
export IMPL_synth_area_um2=256.5
export IMPL_fp_dieArea_um2=6400
export IMPL_wirelength_um=899
export IMPL_ys_ff=5
export IMPL_clock_sinks=5
export IMPL_dp_slack_ns=-0.2288
export IMPL_grt_ovfl_total=0
export IMPL_cts_max_path_buffers=2
export IMPL_total_power_uw=511.7
export IMPL_finalClockPeriodUsage=0.9578
export IMPL_track_usage=0.02733
export IMPL_setup_viol=0
export IMPL_num_rows=21
export IMPL_ant_nets=0
export IMPL_status="finished clean"
export IMPL_worstMarginPinSlew_ns=0.3242
export IMPL_avgSynthCellArea_um2=9.161
export IMPL_synth_area_leader_cell="dfxtp_1"
export IMPL_drv_slew=0
export IMPL_rr_worst_depth=4
export IMPL_grt_pass1_vias=323
export IMPL_cts_tree="yes"
export IMPL_synth_top_area_share=0.3902
export IMPL_via_count=284
export IMPL_worst_hold_path_type="in2reg"
export IMPL_drive_above_1_share=0.3137
export IMPL_relSlewSlack=0.7832
export IMPL_ys_sh_simple=0.09268
export IMPL_rr_endpoint="cnt_out[1]"
export IMPL_worst_endpoint_arrival_ns=1.27
export IMPL_ys_sh_mux=0.1220
export IMPL_critPathKind="reg2reg"
export IMPL_synth_area_top_cells="dfxtp_1 (39%), xnor2_1 (10%), o21a_1 (8.8%)"
export IMPL_ir_worst_vdd_mv=0.1576
export IMPL_core_area_um2=3416
export IMPL_syn2layout_area_growth_pct=104.4
export IMPL_clockRootBuffer="clkbuf_4"
export IMPL_yosysUniqueCellTypes=13
export IMPL_synth_cells=28
export IMPL_power_density_nw_per_um2=976.1
export IMPL_most_common_layout_cells="clkdlybuf4s50_1 (7), buf_4 (7), dfxtp_2 (5), dlygate4sd2_1 (5)"
export IMPL_ys_area_um2=256.5
export IMPL_worstSetupEndpointType="register"
export IMPL_utilization=0.1535
export IMPL_setup_slack_ns=0.05060
export IMPL_start_kind="register"
export IMPL_dieHeight_um=80
export IMPL_numCtsBuffers=3
export IMPL_fa_ha_area_frac=0.04878
export IMPL_clkTransAtPathRegs_ns=0.05
export IMPL_cts_max_level=1
export IMPL_nFillCells=387
export IMPL_clk_latency_ns=0.24
export IMPL_port_buffers=13
export IMPL_crit_fanout=3
export IMPL_rrSetupSlack_ns=0.05
export IMPL_startpoint="cnt_out[0]"
export IMPL_ys_sh_aoi=0.1463
export IMPL_num_antenna_cells=0
## cells in the mapped netlist
cell / count
a21oi_1: 3
buf_2: 1
dfxtp_1: 5
ha_1: 1
inv_1: 3
mux2_1: 1
mux2i_1: 2
nand2_1: 1
nand4_1: 2
nor2_1: 2
o21a_1: 3
xnor2_1: 3
xor2_1: 1
## layer usage
layer	vias to the layer above	part of all wire	track usage
li1	139	-	-
met1	133	0.42	0.02859
met2	10	0.43	0.04173
met3	2	0.12	0.01705
met4	0	0.030	0.01408
met5	-	0	0
## metrics by stage
step	setup TNS, ns	instance area, um^2	cells
after floorplan	0	256.5	28
after global placement	-0.6539	454.2	88
after detailed placement	-0.7705	454.2	88
after CTS	0	518.0	97
after global routing	0	524.3	97
final	0	524.3	97
## how the worst min path moves through the flow
stage | slack [ns] | endpoint
CTS | 0.63 | cnt_out[3]
global route | 0.56 | cnt_out[2]
finish | 0.54 | cnt_out[2]
## where the power goes
group / internal, uW / switching [uW]
sequential: 183 / 7.69
combinational: 81.5 / 41.5
clock: 126 / 72.5
total: 390 / 122
## what timing repair did
action,4_1_cts,5_1_grt
hold buffers,0,0
gates resized,10,2
setup endpoints to repair,6,1
buffers inserted,5,0
endpoints found under the hold margin,0,0
## critical path, cell delays in order, from the launching register on
cell and delay (ns):
dfxtp_2 0.32, ha_1 0.29, mux2_4 0.26, mux2i_1 0.12, nor2_1 0.05
## cell type report
cell class | count | area [um^2] | share of cell area
multi-input combinational | 19 | 143.9 | 0.2745
inverter | 3 | 11.26 | 0.02148
sequential | 5 | 106.4 | 0.2029
timing repair buffer | 20 | 178.9 | 0.3413
tap | 46 | 57.56 | 0.1098
clock buffer | 4 | 26.28 | 0.05012
## cells by family (layout without fill, tap and decap cells)
family                     after synthesis  after routing
AOI/OAI and AO/OA                        6              6
xor gates and xnor gates                 4              4
adders and majority gates                1              1
and+or+nand+nor                          5              5
DFF                                      5              5
muxes                                    3              3
buffers and inverters                    4             27
Power and IR drop assume default switching activity.
