[flow/run.sh]
#!/bin/bash
# OpenROAD 26Q1-2900-gdf79404cd8, Yosys 0.63+post, stock flow scripts
make -C /OpenROAD-flow-scripts/flow DESIGN_CONFIG=/design/flow/config.mk WORK_HOME=/design/flow/orfs finish
[flow/config.mk]
export PLATFORM = sky130hd
export DESIGN_NAME = register
export DESIGN_NICKNAME = register
export VERILOG_FILES = /design/flow/design.v
export SDC_FILE = /design/flow/constraint.sdc
export NUM_CORES = 4
export LEC_CHECK = 1
export CORE_AREA = 10 10 70 70
export DIE_AREA = 0 0 80 80
[flow/constraint.sdc]
current_design register

set clk_period 1.0
set clk_io_pct 0.2

create_clock -name clk0 -period $clk_period [get_ports {clk}]

set non_clock_inputs [all_inputs -no_clocks]
set_input_delay [expr $clk_period * $clk_io_pct] -clock clk0 $non_clock_inputs
set_output_delay [expr $clk_period * $clk_io_pct] -clock clk0 [all_outputs]
[flow/design.v]
`timescale 1ns / 1ps
module register
    #(parameter width = 8)
    (
    input wire [width - 1 : 0] data_in,
    input wire load, clk, rst,
    output reg [width - 1 : 0] data_out
    );
    always @(posedge clk)
    begin
        if(rst)
        data_out <= 0;
        else if (load)
        data_out <= data_in;
        else 
        data_out <= data_out;
    end
endmodule
==> results.json <==
{
  "path_delay_family": "flip-flops",
  "area_growth_pct": 98.7,
  "syn_inst": 26,
  "path_clk_slew_ns": 0.05,
  "vias_per_cell": 2.73,
  "r2r_cells": 2,
  "holdCritPathClass": "primary input to register",
  "synth_seq_share_pct": 56.1,
  "stdcell_count": 92,
  "via_count": 251,
  "cts.sinks": 8,
  "worst_ep_required_time_ns": 0.80,
  "drtIter0Drc": 4,
  "grt_pass1_vias": 303,
  "slowest_delay_ns": 0.33,
  "grt_max_degree": 9,
  "nFillCells": 387,
  "whs_endpoint": "data_out[0]$_SDFFE_PP0P_",
  "r2r_start": "data_out[0]$_SDFFE_PP0P_",
  "portBuffers": 18,
  "htree_num_levels": 1,
  "worstSetupPathType": "register to primary output",
  "fin_skew_ns": 0,
  "regToRegEndpoint": "data_out[0]$_SDFFE_PP0P_",
  "finalHoldViolations": 0,
  "die_h_um": 80,
  "antenna_found_initial": 0,
  "core_area_um2": 3420,
  "p_leak_nw": 0.236,
  "hold_start": "load",
  "path_buffers": 1,
  "top_cells_by_area": "dfxtp_1 56%, mux2i_1 28%, nor2_1 11%",
  "top_regs": "data_out x8",
  "die_x_um": 80,
  "timing.final.crit_period_ns": 0.939,
  "tool_warnings": 25,
  "yosysCellCount": 26,
  "first_pass_iters": 2,
  "worst_setup_path_start_kind": "register",
  "clock.fmax_ghz": 1.06,
  "die_area_um2": 6400,
  "cts_hold_buf": 0,
  "wl_per_cell_um": 9.55,
  "syn_area_um2": 285,
  "num_rows": 21,
  "hold_path_depth": 4,
  "cp_slowest_cell": "dfxtp_2",
  "syn_area_per_cell_um2": 11.0,
  "outcome": "completed",
  "max_slew_margin_pct": 79.2,
  "yosysTopAreaCellShare_pct": 56.1,
  "clk_path_buf_depth": 2,
  "drv_cap": 0,
  "final_antenna_net_count": 0,
  "report.final.slew_viol_count": 0,
  "regToRegSetupSlack_ns": 0.36,
  "gp_congestion": 0.664,
  "grt_usage_pct": 2.67,
  "root_buffer": "clkbuf_4",
  "rsz0062_at_grt": "false",
  "cts_tree": "yes",
  "clk_latency_ns": 0.24,
  "ys_area_um2": 285,
  "finalCritPeriodShare_pct": 93.9,
  "drc_errors": 0,
  "num_io_pins": 19,
  "worst_slew_pin_slew_ns": 0.310,
  "drive_gt1_share_pct": 28.3,
  "fp_util_pct": 8.35,
  "powerDensity_nw_per_um2": 1230,
  "synth_cell_types": 5,
  "fin_util_pct": 16.6,
  "wirelength_um": 879,
  "max-vdd-ir-drop_v": 0.000217,
  "cp_max_fo": 2,
  "numCtsBuffers": 3,
  "post-cts-setup-buffers": 0,
  "placed_cells": 89,
  "synth_flop_count": 8,
  "largest_area_cell": "dfxtp_1",
  "top_register": "data_out",
  "worstPathArrival_ns": 0.74,
  "setup_violations": 0,
  "ys_warn_count": 1,
  "largest_register_ffs": 8,
  "end_kind": "primary output",
  "crit_chain": "clkdlybuf4s15_1",
  "antenna_cells": 0,
  "grt_remaining_overflow": 0,
  "grt_pass1_wl_um": 1360
}
==> per-layer routing <==
| layer | vias up | share of wire, % | global-route usage [%] |
|---|---|---|---|
| met4 | 0 | 0.57 | 0.704 |
| met5 | - | 0 | 0 |
| met2 | 2 | 65 | 5.54 |
| li1 | 125 | - | - |
| met3 | 2 | 4.0 | 1.14 |
| met1 | 122 | 31 | 2.15 |
==> cells in the mapped netlist <==
cell / instances
buf_1: 1
mux2i_1: 8
buf_6: 1
nor2_1: 8
dfxtp_1: 8
==> cells by family after synthesis <==
group                  share of synthesized area (%)
AND/OR/NAND/NOR                                 10.5
flip-flops                                      56.1
multiplexers                                    28.1
buffers and inverters                           5.26
==> cells in the final DEF (no fill, tap or decap) <==
cell type / n
mux2i_1: 7
clkbuf_4: 3
mux2i_2: 1
dfxtp_2: 8
dlymetal6s2s_1: 1
clkdlybuf4s15_1: 8
nor2_1: 8
buf_12: 1
clkdlybuf4s50_1: 9
==> area by class of cell <==
type,count,area (um^2),area share [%]
clock buffer,3,22.5,3.97
multi-input combinational,16,114,20.1
sequential,8,170,30.0
tap,46,57.6,10.2
timing repair buffer,19,203,35.8
==> where the power goes <==
part	switching (mW)	internal, mW
clock network	0.0924	0.136
registers	0.0102	0.343
logic	0.0328	0.0824
==> worst max path at each step <==
stage	start	endpoint	slack, ns	cells after the start
CTS	load	data_out[0]$_SDFFE_PP0P_	0.04	4
global route	data_out[0]$_SDFFE_PP0P_	data_out[0]	0.004	1
finish	data_out[0]$_SDFFE_PP0P_	data_out[0]	0.06	1
==> timing repair <==
| action | 4_1_cts | 5_1_grt |
|---|---|---|
| pin swaps | 0 | 0 |
| endpoints found under the setup margin | 8 | 2 |
| gates resized | 24 | 2 |
==> stage by stage <==
stage               hold WS, ns  setup WS (ns)  instance area, um^2  total power, mW  TNS, ns
finish                    0.414         0.0606                  567            0.697        0
detailed placement        0.494         -0.220                  528            0.479    -1.69
global route              0.428        0.00447                  567            0.738        0
global placement          0.488         -0.205                  528            0.477    -1.61
CTS                       0.493         0.0370                  561            0.712        0
floorplan                 0.347          0.342                  285            0.389        0
Power and IR drop assume default switching activity.
